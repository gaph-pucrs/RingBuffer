<file path="./config.mk">
export PLATFORM = sky130hd
export DESIGN_NAME = RingBuffer
export DESIGN_NICKNAME = RingBuffer
export VERILOG_FILES = /design/flow/design.v
export SDC_FILE = /design/flow/constraint.sdc
export NUM_CORES = 4
export LEC_CHECK = 1
export CORE_UTILIZATION = 40
</file>
<file path="./constraint.sdc">
current_design RingBuffer

set clk_period 4.2
set clk_io_pct 0.2

create_clock -name clk0 -period $clk_period [get_ports {clk_i}]

set non_clock_inputs [all_inputs -no_clocks]
set_input_delay [expr $clk_period * $clk_io_pct] -clock clk0 $non_clock_inputs
set_output_delay [expr $clk_period * $clk_io_pct] -clock clk0 [all_outputs]
</file>
<file path="./design.v">
module RingBuffer
#(
    parameter DATA_SIZE = 32,
    parameter BUFFER_SIZE = 8    
)
(
    input  logic                     clk_i,
    input  logic                     rst_ni,
    input  logic                     buf_rst_i,
    input  logic                     rx_i,
    output logic                     rx_ack_o,
    input  logic [(DATA_SIZE - 1):0] data_i,
    output logic                     tx_o,
    input  logic                     tx_ack_i,
    output logic [(DATA_SIZE - 1):0] data_o
);
    logic full;
    logic empty;
    logic [($clog2(BUFFER_SIZE) - 1):0] head;
    logic [($clog2(BUFFER_SIZE) - 1):0] tail;
    logic [($clog2(BUFFER_SIZE) - 1):0] next_head;
    logic [($clog2(BUFFER_SIZE) - 1):0] next_tail;
    logic [(DATA_SIZE - 1):0]           buffer [(BUFFER_SIZE - 1):0];
    assign rx_ack_o = !full;
    assign tx_o     = !empty;
    assign data_o   = buffer[tail];
    assign next_head = head + 1'b1;
    assign next_tail = tail + 1'b1;
    logic can_receive;
    assign can_receive = rx_i && !full;
    logic can_send;
    assign can_send = tx_ack_i && !empty;
    always_ff @(posedge clk_i or negedge rst_ni) begin
        if (!rst_ni)
            ;
        else if (can_receive)
            buffer[head] <= data_i;
    end
    always_ff @(posedge clk_i or negedge rst_ni) begin
        if (!rst_ni) begin
            head <= '0;
        end
        else begin
            if (buf_rst_i)
                head <= '0;
            else if (can_receive)
                head <= next_head;
        end
    end
    always_ff @(posedge clk_i or negedge rst_ni) begin
        if (!rst_ni) begin
            tail <= '0;
        end
        else begin
            if (buf_rst_i)
                tail <= '0;
            else if (can_send)
                tail <= next_tail;
        end
    end
    always_ff @(posedge clk_i or negedge rst_ni) begin
        if (!rst_ni) begin
            full  <= 1'b0;
            empty <= 1'b1;
        end
        else begin
            if (buf_rst_i) begin
                full  <= 1'b0;
                empty <= 1'b1;
            end
            else begin
                if (can_receive) begin
                    if (!can_send)
                        full <= next_head == tail;
                    empty <= 1'b0;
                end
                if (can_send) begin
                    if (!can_receive)
                        empty <= next_tail == head;
                    full <= 1'b0;
                end
            end
        end
    end
endmodule
</file>
<file path="./run.sh">
#!/bin/bash
# OpenROAD 26Q1-2900-gdf79404cd8, Yosys 0.63+post, stock flow scripts
make -C /OpenROAD-flow-scripts/flow DESIGN_CONFIG=/design/flow/config.mk WORK_HOME=/design/flow/orfs finish
</file>
==> results.ini <==
[setup_path]
crit_top_cell=buf_4
worstSetupPathType=flop to output port
r2r_cells=4
crit-reg2reg-capture=buffer[2][3]
reg2reg_from=full
worst_setup_path_end_kind=output port
startpoint_type=flop
critical_path_arrival_ps=3210
worstPathCellList=inv_1 > ha_1 > buf_4 > or4_1 > or2_1 > buf_4 > a31oi_1 > clkdlybuf4s50_1
crit_fanout=17
cpPeakStageDelay_ps=520
crit_slowest_cell=clkdlybuf4s50_1
path_delay_family=buffers and inverters
reg2reg_slack_ps=2030
cp_num_buf_inv=4
cp.required_ps=3360

[final_layout]
final_layout_size_suffix_gt1_share_pct=12.6
lay_top_count=edfxtp_1
final_cell_mix=256 x edfxtp_1, 70 x clkdlybuf4s50_1, 55 x a22o_1
syn_to_final_growth_pct=19.4
final_cell_area_um2=12100
final_util_pct=49.1

[place]
io_buffers=70
gp_congestion=0.779
placement.cell_area_um2=11200
place.detailed.hpwl_mm=11.5

[global_route]
grt_overflow=0
first_global_vias=6151
grt_pass1_wl_mm=34.0
gr-usage-all-layers_pct=18.8
grt_max_degree=45
antenna_found_initial=0

[logic_synthesis]
flop_cell=edfxtp_1
area_leaders=edfxtp_1 76%, a22o_1 4.8%, mux2_2 2.4%, a31oi_1 2.0%, a221oi_1 1.9%
ys_cells=580
ys_area_um2=10100
yosys.cell_types.count=30
syn_area_um2=10100
yosysWarnings=2
ys_seq_share_pct=77.9
syn_area_per_cell_um2=17.5
edf_count=256
synth_flops=264
yosysTopAreaCell=edfxtp_1
synth_async_sr_flop_share_pct=3.03
postSynthCellCount=580
synth_top_area_share_pct=75.9

[floorplan]
ioPinCount=71
fp_util_pct=41.1
dieArea_um2=26000
die_h_um=161
die_w_um=161
rows=57
coreArea_um2=24600

[sta]
rsz0062_at_grt=false
setup_tns_ps=0
finalCritPeriodShare_pct=96.3
finalMaxSlewViolations=0
tightestPinTransition_ps=582
relSlewSlack_pct=61.2
clock.fmax_mhz=247
finalCriticalPeriod_ps=4050
hold_viol=0
clock_skew_ps=9.46
setup_viol_count_final=0

[run]
warnings=33
maxCapViolations=0

[clocking]
holdBufCountCts=0
root_buffer=clkbuf_16
ctsHtreeMaxLevel=1
insertion_delay_ps=530
cts.sinks=264
path_clk_slew_ps=60
cts_buffers=28
clockBufferDepth=3
cts_tree=built

[detailed_routing]
wl_per_cell_um=21.8
wl_met2_mm=10.1
firstDrtPassIters=4
drc=0
antenna_cells=0
top_layer=met4
vias_per_cell=5.65
vias=5668
first_iter_violations=321
wl_met1_mm=8.51
met3_length_mm=2.78
drt_wl_total_mm=21.9
ant_nets=0

[run_status]
outcome=completed

[hold_path]
holdCritStartpoint=empty
min_path_cells=2
min-delay-path-class=flop to flop
whs_endpoint=empty

[power]
pwr_density_cell_nw_per_um2=481
leakagePower_nw=3.91
ir_worst_vdd_v=0.000275

## per-stage QoR
| step | hold slack [ps] | total power [W] | worst slack (ps) | instances |
|---|---|---|---|---|
| after floorplan | 541 | 0.00327 | 909 | 580 |
| after global placement | 584 | 0.00355 | 742 | 952 |
| after detailed placement | 600 | 0.00356 | 691 | 952 |
| after CTS | 607 | 0.00586 | 125 | 1003 |
| after global routing | 626 | 0.00602 | 8.45 | 1004 |
| final | 600 | 0.00581 | 155 | 1004 |
## logic make-up (layout without fill, tap and decap cells)
group | Yosys count | count (layout) | share of synthesized area, %
AND-OR/OR-AND | 144 | 144 | 11.5
XOR/XNOR | 7 | 7 | 0.606
adder cells (fa/ha/maj) | 12 | 12 | 1.48
buffers and inverters | 53 | 153 | 2.27
flip-flops | 264 | 264 | 77.9
multiplexers | 24 | 24 | 2.64
AND/OR/NAND/NOR | 76 | 76 | 3.61
## timing repair
item	in CTS	in global routing
setup buffers	0	1
setup endpoints to repair	0	23
resized	0	2
## Yosys cell counts, types with 2 or more instances
cell / number
a22o_1: 55
and3_1: 8
xor2_1: 3
buf_1: 3
mux2i_1: 2
xnor2_1: 4
a31oi_1: 33
nor2b_1: 3
edfxtp_1: 256
a221oi_1: 22
inv_1: 8
a211oi_1: 2
ha_1: 12
buf_6: 4
nor2_1: 6
and2_1: 2
nor3_1: 33
a222oi_1: 9
o21ai_0: 10
mux2_2: 22
a41oi_1: 2
dfrtp_1: 7
nand2_1: 22
a221o_1: 10
clkbuf_1: 37
## sequential cells by signal, summed over array words and instances, names as in the netlist
signal  flops
buffer    256
head        3
tail        3
empty       1
full        1
## power breakdown
group / switching, W / leakage, nW / internal, W
registers: 0.0000237 / 2.42 / 0.00296
clock network: 0.000936 / 0.425 / 0.00138
logic: 0.000265 / 1.07 / 0.000257
## final cells by class
| cell class | instances | area [µm²] |
|---|---|---|
| repair buffers | 94 | 885 |
| fillers | 1976 | 12500 |
| multi-input cells | 263 | 2010 |
| clock buffers | 36 | 752 |
| clock inverters | 15 | 119 |
| well taps | 324 | 405 |
| inverters | 8 | 33.8 |
| flip-flops and latches | 264 | 7890 |
## worst reg2reg max path, stage by stage (launching register included)
cell and delay [ps]:
dfrtp_1 390, nor2b_1 470, and2_1 290, and3_1 170, buf_4 470
## layer usage
metal	up-vias	track usage [%]
li1	2535	-
met1	2751	25.6
met2	340	27.6
met3	42	11.3
met4	0	3.99
met5	-	0
## how the worst max path moves through the flow
stage                   start    endpoint  slack, ps  cells past startpoint
after CTS             tail[2]  data_o[22]        120                      7
after global routing  tail[0]  data_o[14]          8                      7
final                 tail[1]  data_o[14]        150                      8
Power figures rest on the tool's default switching activity, not on a simulated workload.
